===== /design/flow/config.mk =====
export PLATFORM = sky130hd
export DESIGN_NAME = dp_block_ram
export DESIGN_NICKNAME = dp_block_ram
export VERILOG_FILES = /design/flow/design.v
export SDC_FILE = /design/flow/constraint.sdc
export NUM_CORES = 4
export LEC_CHECK = 1
export CORE_AREA = 10 10 111 111
export DIE_AREA = 0 0 121 121

===== /design/flow/constraint.sdc =====
current_design dp_block_ram

set clk_period 2.0
set clk_io_pct 0.2

create_clock -name clk0 -period $clk_period [get_ports {clk}]

set non_clock_inputs [all_inputs -no_clocks]
set_input_delay [expr $clk_period * $clk_io_pct] -clock clk0 $non_clock_inputs
set_output_delay [expr $clk_period * $clk_io_pct] -clock clk0 [all_outputs]

===== /design/flow/design.v =====
interface sfp_if #(
    parameter  int signed   IW = 1,        
    parameter  int unsigned QW = 1,        
    localparam int unsigned WL = IW + QW   
) ();
  logic signed [WL-1:0] val;   
  modport out(output val);
  modport in(input val);
endinterface
interface ufp_if #(
    parameter  int signed   IW = 1,        
    parameter  int unsigned QW = 1,        
    localparam int unsigned WL = IW + QW   
) ();
  logic [WL-1:0] val;   
  modport out(output val);
  modport in(input val);
endinterface
module dp_block_ram #(
    parameter WORD_LEN = 32,
    parameter DEPTH = 256,
) (
    clk,
    ena,
    enb,
    wea,
    addra,
    addrb,
    dia,
    dob
);
  input clk, ena, enb, wea;
  input [$clog2(DEPTH) - 1:0] addra, addrb;
  input [$clog2(WORD_LEN) - 1:0] dia;
  output [$clog2(WORD_LEN) - 1:0] dob;
  reg [$clog2(WORD_LEN) - 1:0] ram[$clog2(DEPTH) - 1:0];
  reg [$clog2(WORD_LEN) - 1:0] doa, dob;
  always @(posedge clk) begin
    if (ena) begin
      if (wea) ram[addra] <= dia;
    end
  end
  always @(posedge clk) begin
    if (enb) dob <= ram[addrb];
  end
endmodule

===== /design/flow/run.sh =====
#!/bin/bash
# OpenROAD 26Q1-2900-gdf79404cd8, Yosys 0.63+post, stock flow scripts
make -C /OpenROAD-flow-scripts/flow DESIGN_CONFIG=/design/flow/config.mk WORK_HOME=/design/flow/orfs finish

==> run notes <==
run metrics: status complete, no violations, final standard cell area without fillers 2270 um^2, number of register bits inferred by synthesis 45, Clock Root Buffer clkbuf_8, crit path capture type register, FA/HA/MAJ Cells, Area Fraction 0%, clock net sink count 45, number of cell instances after yosys synthesis 75, sum of buffers and inverters on the critical path 2, final tally of hold violations 0, number of antenna violations at the first check in global routing 0, Maximum Capacitance Violations 0, upper clock frequency limit 535 MHz, vias in the first global route 912, worst rel slew slack 80.5%, width of the die 121 um, number of cells in the finished layout apart from fillers 243, instance area at placement 2190 um^2, Core Footprint 9860 um^2, xor+xnor area frac 0%, share of the synthesized area in the top cell type 77.4%, placed cell count 235, setup repair after global routing missed its margin no, vias per inst 3.41, post-synthesis instance area 1750 um^2, wire length reported by the detailed router 3030 um, library cell with the largest summed area after synthesis edfxtp_1, number of buffers inserted by hold repair at cts 0, share of post-route cells with drive strength above 1 19.1%, maximum clock path buffer count 2, worst-margin pin slew 0.291 ns, most frequent cell after synthesis edfxtp_1, Syn-to-layout area delta 30.1%, path type of the worst min-delay path register to register, number of setup buffers added after CTS 0, crit share post-route 93.5%, core utilization at floorplan 17.7%, Fin Hold WS 0.752 ns, I/O pins 30, CTS tree done, leakage power summed over all cells 0.000728 uW, count of routing violations after the opening detailed-route iteration 35, largest net degree at the start of global routing 14, MUX share of area 18.3%, cells along the critical path clkdlybuf4s50_1 > buf_12 > mux4_1 > mux2_2, weighted congestion reported at the end of routability-driven placement 0.731, count of buffers inserted at the top-level ports 19, Post-synth area hogs edfxtp_1, mux4_1, mux2_2, min cycle time layout 1.87 ns, Die Y-Extent 121 um, remaining number of nets flagged by the antenna check after routing 0, remaining global-route overflow 0, Inserted Clock Buffers 5, largest non-sequential cell family by area multiplexers, TNS Setup 0 ns, H-tree depth 2, maximum clock skew at final layout 0.00560 ns, crit path DAT 1.90 ns, CP required 2.03 ns, portion of the post-synthesis area used by sequential elements 77.4%, ratio of total power to cell area 756 nW/um^2, largest voltage drop on the vdd net 0.000278 V, mean post-synth cell area 23.3 um^2, fraction of the mapped netlist area in simple logic gates 3.51%, CP peak stage delay 0.55 ns, post-synthesis instance total 75, total number of placement rows 36, total die size 14,600 um^2, Yosys warnings 1, fraction of registers with async set or reset after synthesis 0%, Synth Area in Compound Gates 0%, cell resize tally after clock tree synthesis 0, final routed DRC violation total 0, average routed wire per standard cell 12.5 um, TritonRoute pass-1 iters 2, overall track demand over capacity in global routing 4.27%, count of warning messages emitted by the tools 35, final number of setup-violating endpoints 0, Antenna Diode Count 0, flip-flops with a built-in enable 45, first-pass GRT wire length 4750 um, cell class contributing the biggest share of worst-path delay multiplexers, chip area in the Yosys report 1750 um^2, post-synth cell types 11, via total after detailed routing 828, Dominant flop cell edfxtp_1, insertion delay at the late pin of the worst-skew pair 0.29 ns, Worst-path clk slew 0.07 ns, CP startpoint kind input port, Final Core Density 23.0%, most used standard cells in the synthesized netlist edfxtp_1, mux4_1, nor2_1, mux2_2, critical-path maximum fanout 10, Setup CP Type input port to register, slowest stage cell on the critical path mux4_1, max-slew violation count 0
-- path summary, 6_finish.rpt --
check / end / slack (ns) / cells after the start / from
min: dob[2] / 0.75 / 2 / ram[5][2]
min reg2reg: dob[2] / 0.75 / 2 / ram[5][2]
max reg2reg: dob[1] / 0.59 / 2 / ram[3][1]
max: dob[0] / 0.13 / 4 / addrb[0]
-- power by group --
group | internal, uW | total (uW) | switching [uW]
clock network | 247 | 526 | 279
logic | 77.3 | 124 | 46.8
registers | 1060 | 1070 | 4.36
total | 1390 | 1720 | 330
-- metal layers --
metal | GRT usage [%] | vias to the layer above | wire (um)
met4 | 0.603 | 0 | 24
li1 | - | 386 | -
met3 | 2.98 | 4 | 354
met5 | 0 | - | 0
met2 | 6.16 | 38 | 1360
met1 | 5.31 | 400 | 1290
-- state kept, by name, summed over array words and instances, names as in the netlist --
signal  cells
dob         5
ram        40
-- worst reg2reg max path, stage by stage, from the launching register on --
cell      delay, ns
edfxtp_1       0.36
mux4_1         0.52
mux2_2         0.29
-- stage by stage --
| step | setup slack (ns) | power [uW] |
|---|---|---|
| finish | 0.130 | 1720 |
| global route | 0.0858 | 1790 |
| CTS | 0.130 | 1740 |
| detailed placement | -0.180 | 1220 |
| global placement | -0.185 | 1210 |
| floorplan | 0.429 | 1140 |
-- placed cells by master, fill, tap and decap left out --
cell type / instances
nand2b_1: 2
mux2_2: 5
nand2_1: 1
buf_4: 8
clkbuf_8: 5
nor3_1: 2
clkinvlp_4: 1
edfxtp_1: 45
mux4_1: 10
buf_12: 2
nor2_1: 6
clkbuf_1: 2
clkdlybuf4s50_1: 19
nand3b_1: 1
nand3_1: 1
-- area by class of cell --
| cell class | instances | area [um^2] |
|---|---|---|
| tap | 133 | 166 |
| multi-input combinational | 28 | 380 |
| clock inverter | 1 | 7.51 |
| sequential | 45 | 1350 |
| timing repair buffer | 29 | 290 |
| fill | 1007 | 7590 |
| clock buffer | 7 | 76.3 |
-- cell families after synthesis --
| logic type | Yosys count |
|---|---|
| flip-flops | 45 |
| multiplexers | 15 |
| AND/OR/NAND/NOR | 13 |
| buffers and inverters | 2 |
Power and IR drop assume default switching activity.
